==> ./design.v <==
module snescontroller #(
    parameter FREQ = 21_500_000          
)(
    input clk,
    input resetn,
    output reg joy_strb,
    output joy_clk,
    input joy_data,
    output reg [15:0] buttons
);
localparam TIME_6US = FREQ / 1000000 * 6;
reg joy_clk_reg = 1;
assign joy_clk = joy_clk_reg;
reg [2:0] state;
reg [$clog2(FREQ/1000*16)-1:0] cnt;            
reg [3:0] bits;
localparam [1:0] LATCH = 0;
localparam [1:0] CLK_HIGH = 1;
localparam [1:0] CLK_LOW = 2;
localparam [1:0] WAIT = 3;
always @(posedge clk) begin
    if (~resetn) begin
        joy_clk_reg <= 1;
        cnt <= 0;
        state <= 0;
    end else begin
        cnt <= cnt + 1;
        case (state)
        LATCH: begin          
            joy_strb <= 1;
            if (cnt == TIME_6US * 2 - 1) begin
                joy_strb <= 0;
                state <= CLK_HIGH;
                cnt <= 0;
                bits <= 0;
            end
        end
        CLK_HIGH: begin          
            if (cnt == TIME_6US - 1) begin
                joy_clk_reg <= 0;
                cnt <= 0;
                state <= CLK_LOW;
                buttons <= {buttons[14:0], joy_data};
            end
        end
        CLK_LOW: begin          
            if (cnt == TIME_6US - 1) begin
                joy_clk_reg <= 1;
                cnt <= 0;
                bits <= bits + 1;
                if (bits == 4'd15)       
                    state <= 3;
                else
                    state <= 1;
            end
        end        
        WAIT:                
            if (cnt == FREQ / 1000 * 16 - 1) begin
                cnt <= 0;
                state <= 0;
            end
        endcase
    end
end
endmodule
==> ./run.sh <==
#!/bin/bash
# OpenROAD 26Q1-2900-gdf79404cd8, Yosys 0.63+post, stock flow scripts
make -C /OpenROAD-flow-scripts/flow DESIGN_CONFIG=/design/flow/config.mk WORK_HOME=/design/flow/orfs finish
==> ./config.mk <==
export PLATFORM = sky130hd
export DESIGN_NAME = snescontroller
export DESIGN_NICKNAME = snescontroller
export VERILOG_FILES = /design/flow/design.v
export SDC_FILE = /design/flow/constraint.sdc
export NUM_CORES = 4
export LEC_CHECK = 1
export CORE_UTILIZATION = 30
==> ./constraint.sdc <==
current_design snescontroller

set clk_period 2.8
set clk_io_pct 0.2

create_clock -name clk0 -period $clk_period [get_ports {clk}]

set non_clock_inputs [all_inputs -no_clocks]
set_input_delay [expr $clk_period * $clk_io_pct] -clock clk0 $non_clock_inputs
set_output_delay [expr $clk_period * $clk_io_pct] -clock clk0 [all_outputs]
==> run notes <==
Results of an implementation run.

The run finished with clean final reports. The die outline area is 0.00712 mm^2. The number of distinct library cells after synthesis is 40.

The worst endpoint data arrival time is 2.29 ns. The average instance area after synthesis is 11.8 um^2. The leakage component of the power is 0.750 nW.

The post-route non-filler standard cell count is 271. Across all layers, the routed design uses 1445 vias. The row count is 29. The number of instances in the synthesized netlist is 172.

Per STA, the highest per-stage delay on the worst path measures 0.54 ns. In this build the clock could be raised as far as 464 MHz. For this run, the number of Yosys warnings is 1.

Yosys reports a chip area of 0.00204 mm^2. The number of gates resized after cts is 0. Across every metal layer, demand over resource in global routing totals 0.111. The count of library flops with an enable pin is 21. In the routed design, unresolved DRC markers number 0.

The post-route cell area is 0.00239 mm^2. The power after layout is 1.13 mW. The proportion of synthesized flip-flops having asynchronous set or reset is 0. The cell area after synthesis is 0.00204 mm^2. Along the worst path, the maximum fanout reaches 10. The residual overflow from global routing is 0. After its last routability iteration, the placer logged a weighted congestion of 0.805. The hold buffer count at cts is 0. The die is 84.4 um tall. After routing, the total negative slack on setup checks comes to 0 ns. The placeable core area is 0.00646 mm^2. The setup skew after layout is 0.0124 ns. The post-place instance area is 0.00229 mm^2. The post-placement setup slack is 0.652 ns.

The final worst-path setup slack is 0.646 ns. The final setup violation count is 0. The count of pins over their slew limit is 0.

The multi-input logic area is 843 um^2. The worst-case IR drop observed on VDD is 137 uV. For flop-to-flop paths, the worst setup slack is 0.65 ns. The total iterations of the first detailed-routing run is 20. The post-CTS clock slew at the launch and capture registers of the worst setup and hold paths is 0.08 ns.

The instance count after placement with tap cells included is 263. The clock insertion delay at the later pin of the skew report is 0.30 ns. The tree is rooted in a sky130_fd_sc_hd__clkbuf_8. The number of clock sinks seen by CTS is 45. The first-pass GRT wire length is 6210 um. The register area share after synthesis is 0.545. The number of filler cells placed in the layout is 637.

The flip-flop and latch area is 0.00111 mm^2. In this run the post-CTS setup repair buffer count came out at 0. The most critical hold endpoint after final layout shows a slack of 0.455 ns.

The buffer_ports step reported a buffer count of 20. Endpoints failing hold in the final report were tallied at 0. Dividing the final minimum period by the clock period gives 0.769. Per the detail_route report, routed wire per instance is 13.5 um. In the layout the commonest cells are sky130_fd_sc_hd__dfxtp_1, sky130_fd_sc_hd__edfxtp_1, sky130_fd_sc_hd__clkdlybuf4s50_1. Entering global routing, the biggest net connects 20 pins. The effective utilization at floorplan is 0.315. In the final layout, the registers with the most flip-flops are cnt x19, buttons x16. In this run the critical path is formed by ha_1 > nand2_1 > or3_4 > o311ai_4 > buf_4 > a32oi_1. According to the dpl log, the detail-placed design has an HPWL of 2510 um.

The type of origin of the critical path is a flip-flop. The number of flip-flops in the largest register is 19. The number of buffers between clock root and the deepest sink is 2. STA classifies the critical path endpoint as a flip-flop.

The layout summary lists the proportion of cells stronger than drive strength 1 as 0.124. The number of antenna violations at the first check in global routing was 0. Across all stage logs, warnings added up to 26. The slew at the pin closest to its max-slew limit is 0.819 ns. TritonCTS created 5 clock buffers. The remaining antenna violation count after routing is 0.

The run reported a max-capacitance violation count of 0. The number of levels in the clock H-tree is 2. The post-route minimum period is 2.15 ns. The tightest slew margin relative to the limit is 0.454. Setup repair after global routing left no endpoint under its margin. In the synthesized netlist the dominant register cell turns out to be sky130_fd_sc_hd__dfxtp_1. The TritonCTS clock tree is yes.

The top-level I/O count is 21. The number of global-route vias before repair came to 1330. The violation count after the first detailed-route iteration is 48. For this run, the share of the core covered by cells in the final layout is 0.369. The path class of the lowest-slack min-delay path is reg -> reg. The die is 84.4 um wide. After detailed routing, the number of vias per cell comes to 5.33. The data required time reported for the critical path is 2.94 ns. The number of antenna diodes is 0. The slowest stage of the critical path belongs to the cell sky130_fd_sc_hd__o311ai_4.

The wire length recorded after detailed routing is 3650 um. The category of the critical setup timing path is reg -> reg. The growth of design area from synthesis to finish is 17.1%. The yosys stat cell total is 172. The register with the most flip-flops is cnt. For this design the ratio of total power to cell area is 472 mW/mm^2. The leading cell type in the layout, fill and taps excluded is sky130_fd_sc_hd__dfxtp_1.

The synthesis-stage register bit count is 45.
worst paths after layout:
check	start	end	depth (start not counted)
max	cnt[0]$_SDFF_PN0_	cnt[14]$_SDFF_PN0_	6
min	buttons[6]$_DFFE_PP_	buttons[7]$_DFFE_PP_	0
max reg2reg	cnt[0]$_SDFF_PN0_	cnt[14]$_SDFF_PN0_	6
min reg2reg	buttons[6]$_DFFE_PP_	buttons[7]$_DFFE_PP_	0
final cells by class:
type                       instances  share of cell area
timing repair buffer              23              0.0933
clock buffer                       7              0.0362
sequential                        45               0.466
multi-input combinational        113               0.353
clock inverter                     1             0.00315
inverter                           5             0.00787
tap                               77              0.0404
cell families after synthesis:
group,Yosys count,share of synthesized area
XOR/XNOR,13,0.0559
flip-flops,45,0.545
AND/OR/NAND/NOR,59,0.192
adder cells (fa/ha/maj),3,0.0184
buffers and inverters,14,0.0405
AND-OR/OR-AND,38,0.147
routing by layer:
metal	global-route usage	vias to the layer above	wire length, um
met5	0	-	0
met4	0.0216	0	61
met3	0.0239	9	156
met2	0.170	29	1620
met1	0.170	692	1820
li1	-	715	-
cell usage after synthesis (all sizes together), types with 4 or more instances:
master | n | area share
o21ai | 7 | 0.019
o31ai | 5 | 0.018
nor2 | 6 | 0.011
a32oi | 6 | 0.026
and2 | 4 | 0.013
buf | 7 | 0.028
xor2 | 10 | 0.043
a31oi | 14 | 0.043
or4 | 6 | 0.022
nand2 | 8 | 0.015
edfxtp | 21 | 0.31
inv | 5 | 0.0092
nand4 | 8 | 0.025
nand3 | 10 | 0.029
dfxtp | 24 | 0.24
worst max-delay path, delay by kind of cell (launching register included):
| kind | cells | cell delay [ns] |
|---|---|---|
| flops | 1 | 0.38 |
| simple gates | 2 | 0.43 |
| fa+ha+maj | 1 | 0.25 |
| buf+inv | 1 | 0.28 |
| compound gates | 2 | 0.65 |
report_power, final:
| group | internal, mW | leakage (nW) | switching (mW) |
|---|---|---|---|
| combinational | 0.00868 | 0.323 | 0.0120 |
| clock | 0.201 | 0.0445 | 0.216 |
| sequential | 0.685 | 0.382 | 0.00518 |
Power figures rest on the tool's default switching activity, not on a simulated workload.
