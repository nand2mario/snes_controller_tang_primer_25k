**flow/config.mk**
```make
export PLATFORM = sky130hd
export DESIGN_NAME = uart_tx_V2
export DESIGN_NICKNAME = uart_tx_V2
export VERILOG_FILES = /design/flow/design.v
export SDC_FILE = /design/flow/constraint.sdc
export NUM_CORES = 4
export LEC_CHECK = 1
export CORE_AREA = 10 10 85 85
export DIE_AREA = 0 0 95 95
```
**flow/run.sh**
```bash
#!/bin/bash
# OpenROAD 26Q1-2900-gdf79404cd8, Yosys 0.63+post, stock flow scripts
make -C /OpenROAD-flow-scripts/flow DESIGN_CONFIG=/design/flow/config.mk WORK_HOME=/design/flow/orfs finish
```
**flow/design.v**
```verilog
module uart_tx_V2(
    input wire clk,
    input wire [7:0] din,
    input wire wr_en,
    output wire tx_busy,
    output reg tx_p    
);
initial begin
    tx_p = 1'b1;
end
parameter clk_freq = 27000000;
parameter uart_freq = 115200;
localparam STATE_IDLE	= 2'b00;
localparam STATE_START	= 2'b01;
localparam STATE_DATA	= 2'b10;
localparam STATE_STOP	= 2'b11;
reg[7:0] localdin;
reg localwr_en;
always@(*)begin	
    localdin<=din;
    localwr_en<=wr_en;
end
reg [7:0] data= 8'h00;
reg [2:0] bitpos= 3'h0;
reg [1:0] state= STATE_IDLE;
wire tx_clk;
localparam TX_CLK_MAX = (clk_freq / uart_freq)-1;
reg[$clog2(TX_CLK_MAX+1)+1:0] tx_clkcnt;
assign tx_clk = (tx_clkcnt == 0);
initial tx_clkcnt=0;
always @(posedge clk) begin
    if (tx_clkcnt >= TX_CLK_MAX)
        tx_clkcnt <= 0;
    else
        tx_clkcnt <= tx_clkcnt + 1;
end
always @(posedge clk) begin
    case (state)
    STATE_IDLE: begin
        if (localwr_en) begin
            state <= STATE_START;
            data <= localdin;
            bitpos <= 3'h0;
        end
    end
    STATE_START: begin
        if (tx_clk) begin
            tx_p <= 1'b0;
            state <= STATE_DATA;
        end
    end
    STATE_DATA: begin
        if (tx_clk) begin
            if (bitpos == 3'h7)
                state <= STATE_STOP;
            else
                bitpos <= bitpos + 3'h1;
            tx_p <= data[bitpos];
        end
    end
    STATE_STOP: begin
        if (tx_clk) begin
            tx_p <= 1'b1;
            state <= STATE_IDLE;
        end
    end
    default: begin
        tx_p <= 1'b1;
        state <= STATE_IDLE;
    end
    endcase
end
assign tx_busy = (state != STATE_IDLE);
endmodule
```
**flow/constraint.sdc**
```tcl
current_design uart_tx_V2

set clk_period 3.2
set clk_io_pct 0.2

create_clock -name clk0 -period $clk_period [get_ports {clk}]

set non_clock_inputs [all_inputs -no_clocks]
set_input_delay [expr $clk_period * $clk_io_pct] -clock clk0 $non_clock_inputs
set_output_delay [expr $clk_period * $clk_io_pct] -clock clk0 [all_outputs]
```
==> results.sh <==
# yosys + openroad results
export IMPL_status="finished, final reports clean"
export IMPL_cts_setup_buffers=0
export IMPL_p_comb_share_pct=29.8
export IMPL_path_class="register to output port"
export IMPL_crit_top_cell="inv_1"
export IMPL_drt_iter0_markers=9
export IMPL_hold_buffers=0
export IMPL_cts_resized=0
export IMPL_initCoreUtil_pct=19.8
export IMPL_route_detailed_drc=0
export IMPL_power_density_nw_per_um2=689
export IMPL_overflow=0
export IMPL_clkLatencyLatePin_ps=260
export IMPL_place_congestion=0.812
export IMPL_comb_area_um2=443
export IMPL_setup_viol=0
export IMPL_grt_pass1_wl_um=3020
export IMPL_wire_per_inst_um=9.86
export IMPL_final_min_clock_period_ps=2160
export IMPL_synth_flops=24
export IMPL_synth_distinct_cells=29
export IMPL_fin_area_um2=1330
export IMPL_crit_path_cell_trace="inv_1, ha_1, inv_1, clkdlybuf4s50_1"
export IMPL_r2r_end="state[1]"
export IMPL_drive_gt1_share_pct=7.69
export IMPL_cp_arrival_ps=1520
export IMPL_cts_sinks=24
export IMPL_die_h_um=95
export IMPL_p_seq_share_pct=51.1
export IMPL_grt_pass1_vias=671
export IMPL_cts_root_buf="clkbuf_8"
export IMPL_top_area_cell="edfxtp_1"
export IMPL_hold_viol=0
export IMPL_finalMaxSlewViolations=0
export IMPL_topCellsByArea="edfxtp_1 39%, dfxtp_1 18%, ha_1 10%"
export IMPL_portBuffers=11
export IMPL_netlist_area_leader_share_pct=38.8
export IMPL_max_freq_mhz=463
export IMPL_ys_cells=88
export IMPL_ys_seq_share_pct=57.3
export IMPL_min_path_type="register to register"
export IMPL_switching_share_pct=28.9
export IMPL_viasPerCell=3.76
export IMPL_cp_start_kind="register"
export IMPL_power_frac_clock_pct=19.2
export IMPL_irDropWorstVdd_mv=0.274
export IMPL_fillCellCount=587
export IMPL_synth_cells=88
export IMPL_wl_um=1740
export IMPL_rsz0062_at_grt="false"
export IMPL_worstSetupEndpointType="output port"
export IMPL_r2r_cells=6
export IMPL_synthArstFlopShare_pct=0
export IMPL_fin_tns_setup_ps=0
export IMPL_syn_area_per_cell_um2=12.3
export IMPL_cts_path_max_buffers=2
export IMPL_die_w_um=95
export IMPL_area_delta_synth_final_pct=23.0
export IMPL_intPower_mw=0.652
export IMPL_synth_edff_count=14
export IMPL_most_common_cell="edfxtp_1"
export IMPL_die_area_um2=9030
export IMPL_hold_depth=1
export IMPL_antenna_cells=0
export IMPL_rrSetupSlack_ps=1390
export IMPL_seq_area_um2=621
export IMPL_critPathRequiredTime_ps=2560
export IMPL_postRouteAntennaNets=0
export IMPL_crit_fanout=4
export IMPL_gr_usage_all_layers_pct=4.11
export IMPL_synth_warnings=1
export IMPL_syn_cell_area_um2=1080
export IMPL_synthFlopType="edfxtp_1"
export IMPL_period_used_pct=67.5
export IMPL_placementRows=27
export IMPL_cpPeakStageDelay_ps=480
export IMPL_dpl_cell_area_um2=1290
export IMPL_finClkSkew_ps=3.21
export IMPL_cpMaxStageDelayCell="clkdlybuf4s50_1"
export IMPL_cts_max_level=1
export IMPL_common_cells="14 x edfxtp_1, 10 x dfxtp_1, 10 x nor2_1"
export IMPL_grt_max_degree=14
export IMPL_cts_tree="yes"
export IMPL_warning_count=30
export IMPL_min_from="tx_clkcnt[0]"
export IMPL_core_um2=5470
export IMPL_firstDrtPassIters=4
export IMPL_clk_pin_slew_worst_paths_ps=80
export IMPL_place_hpwl_um=1300
export IMPL_antenna_found_initial=0
export IMPL_ys_chip_area_um2=1080
export IMPL_leakage_nw=0.509
export IMPL_ios=12
export IMPL_vias=661
export IMPL_switching_power_mw=0.265
export IMPL_drv_cap=0
export IMPL_cts_made_buffers=3
export IMPL_crit_reg2reg_launch="tx_clkcnt[0]"
export IMPL_whs_endpoint="tx_clkcnt[0]"
## through the flow
stage          instances  hold WS, ps  setup WS (ps)  power (mW)  util (%)
6_report             176          494           1040       0.917      24.3
5_1_grt              176          530            916       0.996      24.3
4_1_cts              176          505           1030       0.934      24.3
3_5_place_dp         172          485           1310       0.749      23.5
3_3_place_gp         172          481           1350       0.757      23.5
2_1_floorplan         89          452           1650       0.656         -
## cells by family (layout without fill, tap and decap cells)
| kind of cell | after synthesis | after routing | synth area share (%) |
|---|---|---|---|
| AOI/OAI and AO/OA | 9 | 9 | 6.71 |
| xor gates and xnor gates | 5 | 5 | 4.05 |
| adders and majority gates | 9 | 9 | 10.4 |
| buffers and inverters | 6 | 21 | 2.08 |
| DFF | 24 | 24 | 57.3 |
| muxes | 3 | 3 | 3.93 |
| other | 1 | 2 | 0.346 |
| and+or+nand+nor | 31 | 31 | 15.1 |
## layout by cell type (no fill, tap or decap)
cell type	netlist	layout
a21oi_2	1	1
a31o_1	1	1
a31oi_1	1	1
and2_1	3	3
and2b_2	1	1
and3_1	2	2
and3_2	1	1
clkbuf_1	0	1
clkbuf_8	0	3
clkdlybuf4s50_1	0	11
conb_1	1	2
dfxtp_1	10	10
edfxtp_1	14	14
ha_1	9	9
inv_1	6	6
mux2i_1	2	2
mux4_2	1	1
nand2_1	2	2
nand3_1	5	5
nand3b_1	1	1
nor2_1	10	10
nor3_1	3	3
nor4b_1	1	1
o211a_1	2	2
o21ai_0	1	1
o21ai_2	1	1
o22ai_1	1	1
o31a_1	1	1
or2_1	1	1
or3b_1	1	1
xnor2_1	2	2
xor2_1	3	3
## registers in the layout, indices dropped and copies added, names as in the netlist
| name | count |
|---|---|
| bitpos | 3 |
| tx_p | 1 |
| state | 2 |
| data | 8 |
| tx_clkcnt | 10 |
## worst max-delay path: cells and delay by family (launching register included)
kind       cells  cell delay [ps]
flops          1              380
fa+ha+maj      1              220
buf+inv        3              660
## metal layers
metal  GRT usage [%]  wire length (um)  vias up
met5               0                 0        -
met1            5.77               853      293
li1                -                 -      342
met4           0.125                 0        0
met3            2.64               233        0
met2            5.55               648       26
## power groups by stage
| stage | registers (mW) | clock network (mW) | logic [mW] |
|---|---|---|---|
| CTS | 0.470 | 0.186 | 0.278 |
| global route | 0.482 | 0.197 | 0.317 |
| finish | 0.468 | 0.176 | 0.273 |
## worst max path at each step
stage         endpoint  startpoint  slack (ps)
finish         tx_busy    state[0]        1040
global route   tx_busy    state[0]         920
CTS            tx_busy    state[0]        1030
## final cells by class
class	count	area share [%]
tap	72	6.77
clock buffer	4	3.38
multi-input combinational	59	33.3
sequential	24	46.6
timing repair buffer	11	8.27
inverter	6	1.69
No activity file was given, so power comes from the tool's default toggle rates.
